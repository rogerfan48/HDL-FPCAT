**flow/design.v**
```verilog
module Enemy_Stats (
    input [2:0] addr,
    output reg [37:0] out
);
    always @(*) begin
        case (addr)
            3'd0:    out = 38'b000110010000_000101000_1111_00001_00001010;
            3'd1:    out = 38'b010111011100_010001100_1111_00001_00010100;
            3'd2:    out = 38'b111110100000_001100100_1111_00001_00001010;
            default: out = 38'b000010001100_001010000_0011_01000_00010100;
        endcase
    end
endmodule
module Army_Stats (
    input [2:0] addr,
    output reg [37:0] out
);
    always @(*) begin
        case (addr)
            3'd0:    out = 38'b000100101100_000011110_1000_00010_00001111;
            3'd1:    out = 38'b001001011000_000110010_1000_00001_00001010;
            3'd2:    out = 38'b010111011100_000101000_1111_00011_00000101;
            3'd3:    out = 38'b000110010000_001111000_1100_00011_00101000;
            3'd4:    out = 38'b000100101100_100011000_1111_01000_00000101;
            3'd5:    out = 38'b001100100000_010110100_1100_00001_00100011;
            3'd6:    out = 38'b010101111000_010100000_1100_00001_00100011;
            default: out = 38'b101110111000_001100100_1111_00001_00010100;
        endcase
    end
endmodule
module Army_Cost (
    input [2:0] addr,
    output reg [14:0] out
);
    always @(*) begin
        case (addr)
            3'd0:    out = 15'd75;
            3'd1:    out = 15'd150;
            3'd2:    out = 15'd240;
            3'd3:    out = 15'd350;
            3'd4:    out = 15'd750;
            3'd5:    out = 15'd1500;
            3'd6:    out = 15'd2000;
            default: out = 15'd2400;
        endcase
    end
endmodule
module Enemy_Pixel (
    input [2:0] addr,
    output reg [18:0] out    
);
    always @(*) begin
        case (addr)
            3'd0:    out = 19'b0010000000111111110;
            3'd1:    out = 19'b0010000001111011000;
            3'd2:    out = 19'b0010000001010011100;
            default: out = 19'b0010000001111011000;
        endcase
    end
endmodule
module Army_Pixel (
    input [2:0] addr,
    output reg [18:0] out    
);
    always @(*) begin
        case (addr)
            3'd0:    out = 19'b0010100001010000010;
            3'd1:    out = 19'b0010100001010000010;
            3'd2:    out = 19'b0010000000110000000;
            3'd3:    out = 19'b0010100001010001100;
            3'd4:    out = 19'b0010000000101000000;
            3'd5:    out = 19'b0010100001100101010;
            3'd6:    out = 19'b0010100001100101010;
            default: out = 19'b0101000001100001000;
        endcase
    end
endmodule
module Purse_Upgrade_Need_Money (
    input [2:0] level,
    output reg [14:0] out
);
    always @(*) begin
        case (level)
            3'd0:    out = 15'd100;
            3'd1:    out = 15'd200;
            3'd2:    out = 15'd400;
            3'd3:    out = 15'd800;
            3'd4:    out = 15'd1400;
            3'd5:    out = 15'd3000;
            3'd6:    out = 15'd5000;
            default: out = 15'd10000;
        endcase
    end
endmodule
module Purse_Max_Money (
    input [2:0] level,
    output reg [14:0] out
);
    always @(*) begin
        case (level)
            3'd0:    out = 15'd150;
            3'd1:    out = 15'd300;
            3'd2:    out = 15'd500;
            3'd3:    out = 15'd1000;
            3'd4:    out = 15'd2000;
            3'd5:    out = 15'd4000;
            3'd6:    out = 15'd6000;
            default: out = 15'd9999;
        endcase
    end
endmodule
module PicNum_By_State (
    input [3:0] state,
    input x_pos,
    output reg [2:0] pic
);
    always @(*) begin
        case(state)
            3'd1:  pic = (x_pos ? 3'd1 : 3'd0);
            3'd2, 3'd3: pic = 3'd2;
            3'd4: pic = 3'd3;
            3'd5: pic = 3'd4;
            4'd6: pic = 3'd5;
            default:   pic = 3'd0;
        endcase
    end
endmodule
```
**flow/run.sh**
```bash
#!/bin/bash
# OpenROAD 26Q1-2900-gdf79404cd8, Yosys 0.63+post, stock flow scripts
make -C /OpenROAD-flow-scripts/flow DESIGN_CONFIG=/design/flow/config.mk WORK_HOME=/design/flow/orfs finish
```
**flow/config.mk**
```make
export PLATFORM = sky130hd
export DESIGN_NAME = Army_Stats
export DESIGN_NICKNAME = Army_Stats
export VERILOG_FILES = /design/flow/design.v
export SDC_FILE = /design/flow/constraint.sdc
export NUM_CORES = 4
export LEC_CHECK = 1
export CORE_AREA = 10 10 70 70
export DIE_AREA = 0 0 80 80
```
**flow/constraint.sdc**
```tcl
current_design Army_Stats

set clk_period 1.0
set clk_io_pct 0.2

create_clock -name clk0 -period $clk_period

set non_clock_inputs [all_inputs -no_clocks]
set_input_delay [expr $clk_period * $clk_io_pct] -clock clk0 $non_clock_inputs
set_output_delay [expr $clk_period * $clk_io_pct] -clock clk0 [all_outputs]
```
==> results_slide.txt <==
Synthesis and Place & Route Summary

Final layout
  • Share of final-layout standard cells stronger than drive strength 1: around 83%
  • Final-layout clock buffer total: 0
  • Fillers: roughly 350
  • Flop count: 0
  • Combinational gate area: roughly 370 um^2
  • Register area: 0 um^2
  • Number of cells in the finished layout apart from fillers: 158
  • Final non-filler cell area: between 900 and 1000 um^2
  • Top library cells by usage in the layout, fill and taps aside: 27 x buf_6, 27 x buf_2, 8 x conb_1
  • Layout overhead on the synthesized area: 194%

Route
  • Diodes inserted: 0
  • Final routed DRC violation total: 0
  • Number of optimization iterations in the first detailed-route pass: 3
  • Via-per-instance ratio: around 3.2
  • Total vias in the final route: about 510
  • First-iteration detailed-routing DRC count: 28
  • Average wire per standard cell: about 10 um
  • Final wirelength: 1.65 mm
  • Antenna-violating nets left: 0

Clock network
  • Hold Buf Count CTS: 0

Final timing
  • Final worst-path cycle share: 119%
  • Setup violators final: 21
  • RSZ-0062 raised after global routing: yes
  • Final Max-Slew Violation Tally: 0
  • Achievable Freq: approximately 0.84 GHz
  • Final hold vios: 0
  • Final setup margin: -0.189 ns
  • Crit path time final: about 1.2 ns

Floorplan
  • Die height: ~80 um
  • Initial core utilization: under 10%
  • IO Pins: 41
  • Core Footprint: 3420 um^2
  • Cell Rows: 21
  • Overall die width: 80 um
  • Die area: approximately 6400 um^2

Logic synthesis
  • Cell total in the yosys stat output: 56
  • Largest type area fraction: about 27%
  • Largest area contributor in the netlist: buf_4
  • Post-synth mux share: under 10%
  • Mapped Avg Cell Area: about 6 um^2
  • Cell count after synthesis: 56
  • Portion of the post-synthesis area used by sequential elements: 0%
  • Xor and xnor fraction of the mapped netlist area: just under 8%
  • Post-synthesis cell area: about 340 um^2
  • Synth cell types: 20
  • Area fraction in and, or, nand and nor cells: a little under two fifths
  • Top area cell types: buf_4 27%, nand2b_1 9.3%, nor2b_1 7.4%
  • Post-synthesis chip area from yosys: 337 um^2
  • Count of warnings emitted by yosys: 1
  • Adder share: 0%
  • Dominant kind of combinational cell: buffers and inverters
  • Aoi share: between 10% and 20%

Place
  • Detail Placement HPWL: about 1.2 mm
  • IO buf count: 33
  • Placed cell count: about 140
  • Dpl cell area: approximately 710 um^2
  • Last weighted congestion value of the routability-driven placer: slightly above 0.7

Run
  • Total number of warnings across the stage logs: 34
  • Max Cap Violations: 0

Setup path
  • Launching element type of the critical path: input pin
  • Critical Path Sink Type: output port
  • Data arrival time of the critical path: between 0.9 and 1 ns
  • Critical Path Fanout Max: 3
  • Path type of the worst setup path: input pin to output port
  • Critical path data required time: ~0.8 ns

Global routing
  • Vias in the first global route: approximately 530
  • Global-route wire length before repair: between 2 and 3 mm
  • GR Util All Layers: approximately 4.8%
  • Largest net degree at the start of global routing: 10
  • Number of antenna violations at the first check in global routing: 0
  • Grt total ovfl: 0

Run status
  • Run status: finished with violations
  • Violated checks: negative setup slack

Pwr
  • Maximum VDD drop: 0.0766 mV
  • Areal power density over the cells: between 300 and 400 nW/um^2
  • P_leak: between 0.0005 and 0.0006 uW

Hold path
  • Type of the tightest min-delay check: input pin to output port
==> stage by stage <==
stage / TNS, ns / total power (uW) / setup WS (ns) / utilization, % / hold WS (ns)
6_report: -2.19 / 396 / -0.189 / 29.0 / 0.752
3_5_place_dp: -24.60 / 290 / -0.920 / 20.8 / 1.44
2_1_floorplan: 0 / 109 / 0.0993 / - / 0.480
5_1_grt: -3.06 / 434 / -0.212 / 29.0 / 0.802
3_3_place_gp: -24.20 / 291 / -0.891 / 20.8 / 1.43
4_1_cts: -1.85 / 374 / -0.200 / 27.4 / 0.727
==> power breakdown <==
part,leakage [uW],switching (uW),internal (uW),total (uW)
clock,0,0,0,0
combinational,0.000536,140,256,396
sequential,0,0,0,0
==> cell type report <==
cell class | count | area share, %
Multi-Input combinational cell | 43 | 36.9
Inverter | 4 | 1.52
Tap cell | 46 | 5.82
Timing Repair Buffer | 65 | 55.8
==> layer usage <==
layer,vias up,global-route usage (%),part of all wire (%)
li1,264,-,-
met1,227,5.49,38
met2,20,8.67,51
met3,0,1.70,11
met4,0,0,0
met5,-,0,0
==> cells in the mapped netlist, drive strengths merged <==
master and count:
a21oi 3, a22o 1, and2 1, and2b 1
buf 15, conb 2, inv 4, mux2i 1
nand2 6, nand2b 5, nor2 6, nor2b 4
o21ai 3, or2 1, xnor2 2, xor2 1
==> critical path: stages <==
cell and delay [ns]:
buf_8 0.10, buf_6 0.10, or2_4 0.24, buf_4 0.14, buf_6 0.11, buf_6 0.10
==> worst paths after layout <==
kind / from / end / slack (ns) / cells past startpoint
max: addr[1] / out[22] / -0.19 / 6
min: addr[2] / out[29] / 0.75 / 4
==> cells by family (layout without fill, tap and decap cells) <==
family / after synthesis / after routing
simple gates: 24 / 24
buf+inv: 19 / 69
compound gates: 7 / 7
xor+xnor: 3 / 3
other cells: 2 / 8
mux: 1 / 1
==> what timing repair did <==
item / in CTS / in global routing
gates resized: 158 / 14
pin swaps: 17 / 6
endpoints found under the setup margin: 30 / 28
setup buffers: 22 / 2
endpoints found under the hold margin: 0 / 0
Power and IR drop assume default switching activity.
