### flow/config.mk
export PLATFORM = sky130hd
export DESIGN_NAME = Clk_Divisor_6
export DESIGN_NICKNAME = Clk_Divisor_6
export VERILOG_FILES = /design/flow/design.v
export SDC_FILE = /design/flow/constraint.sdc
export NUM_CORES = 4
export LEC_CHECK = 1
export CORE_AREA = 10 10 70 70
export DIE_AREA = 0 0 80 80
### flow/constraint.sdc
current_design Clk_Divisor_6

set clk_period 2.0
set clk_io_pct 0.2

create_clock -name clk0 -period $clk_period [get_ports {clk}]
create_clock -name clk1 -period $clk_period [get_ports {clk_25MHz}]

set non_clock_inputs [all_inputs -no_clocks]
set_input_delay [expr $clk_period * $clk_io_pct] -clock clk0 $non_clock_inputs
set_output_delay [expr $clk_period * $clk_io_pct] -clock clk0 [all_outputs]
### flow/design.v
module Clk_Divisor_4 (
    input clk,
    output out
);
    reg [1:0] num;
    wire [1:0] next_num;
    always @(posedge clk) num <= next_num;
    assign next_num = num + 1'b1;
    assign out = num[1];
endmodule
module Clk_Divisor_6 (
    input clk,
    input clk_25MHz,
    input clk_frame,
    output out
);
    reg  [3:0] num;
    wire [3:0] next_num;
    wire clk_frame_db, clk_frame_op;
    Debounce DB_clk_frame (clk, clk_frame, clk_frame_db);
    One_Palse OP_clk_frame (clk_25MHz, clk_frame_db, clk_frame_op);
    always @(posedge clk_25MHz) begin
        if (clk_frame_op) num <= next_num;
    end
    assign next_num = ((num == 4'd8) ? 4'd0: num + 1'b1);
    assign out = (num == 4'd8);
endmodule
module Debounce(clk, pb, pb_d);
    input clk, pb;
    output pb_d;
    reg [8-1:0] DFF;
    assign pb_d = &DFF;
    always @(posedge clk) DFF[7:0] <= {DFF[6:0], pb};
endmodule
module One_Palse (clk, pb_d, pb_1p);
    input clk, pb_d;
    output reg pb_1p;
    reg pb_delay;
    always @(posedge clk) pb_delay <= pb_d;
    always @(posedge clk) pb_1p <= pb_d & ~pb_delay;
endmodule
module Priority_Encoder_8x3 (
    input [7:0] in,
    output reg [2:0] out
);
    always @(*) begin
        casex (in)
            8'bxxxxxxx1: out = 3'b000;
            8'bxxxxxx10: out = 3'b001;
            8'bxxxxx100: out = 3'b010;
            8'bxxxx1000: out = 3'b011;
            8'bxxx10000: out = 3'b100;
            8'bxx100000: out = 3'b101;
            8'bx1000000: out = 3'b110;
            8'b10000000: out = 3'b111;
            default:     out = 3'b000;
        endcase
    end
endmodule
### flow/run.sh
#!/bin/bash
# OpenROAD 26Q1-2900-gdf79404cd8, Yosys 0.63+post, stock flow scripts
make -C /OpenROAD-flow-scripts/flow DESIGN_CONFIG=/design/flow/config.mk WORK_HOME=/design/flow/orfs finish
==> flow_summary.yaml <==
# physical design summary
grt:
  grt_pass1_wl_mm: 1.124
  globalRoute.totalOverflow: 0
  grt_max_degree: 5
  grt_pass1_vias: 296
  grt_use_met2_pct: 2.970
  grt_usage_pct: 2.319
  use_met1_pct: 2.541
  met3_usage_pct: 2.500
  grt_antenna_before_repair: 0
  grt-busiest-layer: "met2"
critical_path:
  crit_required_ns: 1.60
  r2r_start: "num[0]"
  worstPathMaxFanout: 2
  crit_path_end_kind: "output port"
  critPathKind: "flip-flop to output port"
  worstPathArrival_ns: 1.51
  crit_start: "num[0]"
  cp-start-kind: "flip-flop"
sta:
  slew_headroom_pct: 88.13
  setup_viol: 0
  worst_slew_pin_slew_ns: 0.1768
  hold_violations: 0
  slew_viol_final: 0
  skew_ns: 0.005425
  setup_ws_ns: 0.09255
power_and_ir_drop:
  power_per_cell_area_mw_per_mm2: 894.8
  power_uw: 540.8
  p_leak_nw: 0.2317
  ir_drop_mv: 0.5741
routing:
  postRouteAntennaNets: 0
  num_antenna_cells: 0
  wire_per_inst_um: 6.934
  drtIter0Drc: 4
  drt_first_pass_iters: 2
  viasPerCell: 2.769
  drc_errors: 0
  routed_wl_um: 631
  vias: 252
logic_synthesis:
  ys_seq_share_pct: 71.91
  edf_count: 4
  synth.area.mux_share_pct: 0
  yosys.area_share.simple_pct: 16.85
  ys_async_sr_fraction_pct: 0
  yosysTopAreaCell: "dfxtp_1"
  ys_seq_elements: 14
  yosys_cells: 32
  syn-cell-area_um2: 445.4
  synth.avg_cell_area_um2: 13.92
  yosys_area_um2: 445.4
  yosysTopAreaCellShare_pct: 44.94
  synth_top_flop_cell: "dfxtp_1"
  topCellsByArea: "dfxtp_1, edfxtp_1, ha_1, nand2b_4, nand4_1"
  netlist_instances: 32
  yosysMostFrequentCell: "dfxtp_1"
  topCombFamilyByArea: "simple AND/OR/NAND/NOR gates"
  ys_types: 14
  synthTopCellsByCount: "dfxtp_1, edfxtp_1, inv_1"
  ys.warnings.count: 3
  aoi_share_pct: 1.124
  ys_sh_adder_pct: 5.618
  xor_share_pct: 1.966
placed_design:
  gp_congestion: 0.6246
  hpwl_um: 409
  io_buffers: 2
  pre_cts_slack_ns: 0.1983
  placed_area_um2: 523.0
  dp.cells: 80
floorplan:
  io_pins: 4
  fp_util_pct: 13.04
  die_h_um: 80
  die_area_mm2: 0.006400
  core_mm2: 0.003416
  die_x_um: 80
  rows: 21
min_path:
  hold_path.class: "flip-flop to flip-flop"
  min-delay-start: "DB_clk_frame.DFF[2]"
final_layout:
  final_cells: 91
  drive_gt1_share_pct: 33.33
  synthToLayoutAreaGrowth_pct: 35.67
  final_cell_area_um2: 604.3
  finish.utilization_pct: 17.69
run:
  warnings: 27
  maxCapViolCount: 0
status:
  outcome: "finished clean"
clock_tree:
  clock_sinks: 14
  cts.clk_slew.worst_paths_ns: 0.05
  cts_tree: "built"
[area by class of cell]
type / count / area (µm²)
fillers: 377 / 2811
flip-flops and latches: 14 / 320.3
multi-input cells: 15 / 116.4
well taps: 46 / 57.56
repair buffers: 6 / 50.05
clock buffers: 7 / 48.80
inverters: 3 / 11.26
[power breakdown]
part	internal, mW	switching, mW	leakage [nW]	total, mW
logic	0.00257	0.00109	0.0832	0.00366
registers	0.300	0.00409	0.120	0.304
clock network	0.144	0.0895	0.0288	0.233
total	0.446	0.0947	0.232	0.541
[repair_timing]
| item | 4_1_cts | 5_1_grt |
|---|---|---|
| pin swaps | 1 | 0 |
| resized | 0 | 1 |
| hold buffers | 0 | 0 |
| setup buffers | 3 | 1 |
| setup endpoints to repair | 1 | 1 |
[path summary, 6_finish.rpt]
check                                      endpoint  slack (ns)  cells after the start
max in group clk1                            num[2]        0.66                      5
worst min register to register  DB_clk_frame.DFF[3]        0.35                      0
worst max-delay path                            out        0.09                      5
worst min-delay path            DB_clk_frame.DFF[3]        0.35                      0
worst max register to register               num[2]        0.66                      5
min in group clk1                OP_clk_frame.pb_1p        0.39                      1
[logic make-up (layout without fill, tap and decap cells)]
logic type / count (synthesis) / in the layout
XOR/XNOR: 1 / 1
adder cells (fa/ha/maj): 2 / 2
buffers and inverters: 3 / 16
AND-OR/OR-AND: 1 / 1
flip-flops: 14 / 14
AND/OR/NAND/NOR: 11 / 11
[per-stage QoR]
step           hold slack (ns)   TNS (ns)
2_1_floorplan           0.3304          0
3_3_place_gp            0.3349          0
3_5_place_dp            0.3358          0
4_1_cts                 0.3451          0
5_1_grt                 0.3561  -0.008017
6_report                0.3466          0
[sequential cells by signal (all words and copies together), names as in the netlist]
signal,flops
DB_clk_frame.DFF,8
OP_clk_frame.pb_delay,1
OP_clk_frame.pb_1p,1
num,4
[worst max-delay path: stages, from the launching register on]
cell	delay (ns)
edfxtp_1	0.38
inv_1	0.08
ha_2	0.19
nand2b_4	0.06
nor2_4	0.10
clkdlybuf4s50_1	0.47
[cells in the final DEF, fill, tap and decap left out]
cell type         n
buf_4             4
clkbuf_1          1
clkbuf_4          6
clkdlybuf4s50_1   2
dfxtp_1          10
edfxtp_1          4
ha_1              1
ha_2              1
inv_1             3
nand2b_4          1
nand3_1           2
nand4_1           2
nor2_1            2
nor2_2            1
nor2_4            1
nor2b_2           1
nor3_1            1
o21ai_0           1
xnor2_1           1
[layer usage]
| metal | share of wire [%] | wire, µm | vias up |
|---|---|---|---|
| met5 | 0 | 0 | - |
| met2 | 38 | 240 | 8 |
| met3 | 12 | 76 | 0 |
| met4 | 0 | 0 | 0 |
| met1 | 50 | 314 | 109 |
| li1 | - | - | 135 |
Power is estimated from default activity; no workload was simulated.
