`flow/run.sh`:
```
#!/bin/bash
# OpenROAD 26Q1-2900-gdf79404cd8, Yosys 0.63+post, stock flow scripts
make -C /OpenROAD-flow-scripts/flow DESIGN_CONFIG=/design/flow/config.mk WORK_HOME=/design/flow/orfs finish
```
`flow/config.mk`:
```
export PLATFORM = sky130hd
export DESIGN_NAME = VGA_Control
export DESIGN_NICKNAME = VGA_Control
export VERILOG_FILES = /design/flow/design.v
export SDC_FILE = /design/flow/constraint.sdc
export NUM_CORES = 4
export LEC_CHECK = 1
export CORE_UTILIZATION = 40
```
`flow/constraint.sdc`:
```
current_design VGA_Control

set clk_period 4.6
set clk_io_pct 0.2

create_clock -name clk0 -period $clk_period [get_ports {clk}]
create_clock -name clk1 -period $clk_period [get_ports {pclk}]

set non_clock_inputs [all_inputs -no_clocks]
set_input_delay [expr $clk_period * $clk_io_pct] -clock clk0 $non_clock_inputs
set_output_delay [expr $clk_period * $clk_io_pct] -clock clk0 [all_outputs]
```
`flow/design.v`:
```
`timescale 1ns / 1ps
module VGA_Control (
    input clk,
    input pclk, reset,
    output hsync, vsync, valid,
    output reg [9:0] line_cnt,
    output [9:0] h_cnt,
    output [9:0] v_cnt,
    output reg [9:0] h_cnt_1,
    output reg [9:0] h_cnt_2,
    output reg [9:0] h_cnt_3,
    output reg [9:0] h_cnt_4,
    output reg [9:0] h_cnt_5,
    output reg [9:0] h_cnt_6,
    output reg [9:0] v_cnt_1,
    output reg [9:0] v_cnt_2,
    output reg [9:0] v_cnt_3,
    output reg [9:0] v_cnt_4,
    output reg [9:0] v_cnt_5,
    output reg [9:0] v_cnt_6,
    output reg clk_frame
    );
    reg [9:0] pixel_cnt;
    reg hsync_i,vsync_i;
    wire hsync_default, vsync_default;
    wire [9:0] HD, HF, HS, HB, HT, VD, VF, VS, VB, VT;
    assign HD = 640;
    assign HF = 16;
    assign HS = 96;
    assign HB = 48;
    assign HT = 800; 
    assign VD = 480;
    assign VF = 10;
    assign VS = 2;
    assign VB = 33;
    assign VT = 525;
    assign hsync_default = 1'b1;
    assign vsync_default = 1'b1;
    always @(posedge pclk) begin
        if (reset)                      pixel_cnt <= 0;
        else if (pixel_cnt < (HT - 1))  pixel_cnt <= pixel_cnt + 1;
        else                            pixel_cnt <= 0;
    end
    always @(posedge pclk) begin
        if (reset)                      hsync_i <= hsync_default;
        else if ((pixel_cnt >= (HD + HF - 1))&&(pixel_cnt < (HD + HF + HS - 1)))
                                        hsync_i <= ~hsync_default;
        else                            hsync_i <= hsync_default; 
    end
    always @(posedge pclk) begin
        if (reset)                      line_cnt <= 0;
        else if (pixel_cnt == (HT -1)) begin
            if (line_cnt < (VT - 1))    line_cnt <= line_cnt + 1;
            else                        line_cnt <= 0;
        end
    end
    always @(posedge pclk) begin
        if (reset)                      vsync_i <= vsync_default; 
        else if ((line_cnt >= (VD + VF - 1))&&(line_cnt < (VD + VF + VS - 1)))
                                        vsync_i <= ~vsync_default; 
        else                            vsync_i <= vsync_default; 
    end
    always @(posedge pclk) begin
        if (reset)              clk_frame <= 1'b0;
        else if (line_cnt>VD)   clk_frame <= 1'b1;
        else                    clk_frame <= 1'b0;
    end
    assign hsync = hsync_i;
    assign vsync = vsync_i;
    assign valid = ((pixel_cnt < HD) && (line_cnt < VD));
    assign h_cnt = (pixel_cnt < HD) ? pixel_cnt : 10'd0;
    assign v_cnt = (line_cnt < VD) ? line_cnt : 10'd0;
    reg [9:0] next_h_cnt_1, next_h_cnt_2, next_h_cnt_3, next_h_cnt_4, next_h_cnt_5, next_h_cnt_6;
    reg [9:0] next_v_cnt_1, next_v_cnt_2, next_v_cnt_3, next_v_cnt_4, next_v_cnt_5, next_v_cnt_6;
    always @(negedge clk) begin
        h_cnt_1 <= next_h_cnt_1;
        h_cnt_2 <= next_h_cnt_2;
        h_cnt_3 <= next_h_cnt_3;
        h_cnt_4 <= next_h_cnt_4;
        h_cnt_5 <= next_h_cnt_6;
        h_cnt_6 <= next_h_cnt_5;
        v_cnt_1 <= next_v_cnt_1;
        v_cnt_2 <= next_v_cnt_2;
        v_cnt_3 <= next_v_cnt_3;
        v_cnt_4 <= next_v_cnt_4;
        v_cnt_5 <= next_v_cnt_5;
        v_cnt_6 <= next_v_cnt_6;
    end
    always @(*) begin
        if (pixel_cnt < 640) begin
            next_h_cnt_1 = pixel_cnt + 1;
            next_v_cnt_1 = line_cnt;
        end else if (pixel_cnt == 799) begin
            next_h_cnt_1 = 10'd0;
            next_v_cnt_1 = line_cnt + 1;
        end else begin
            next_h_cnt_1 = 10'd0;
            next_v_cnt_1 = line_cnt;
        end
    end
    always @(*) begin
        if (pixel_cnt < 639) begin
            next_h_cnt_2 = pixel_cnt + 2;
            next_v_cnt_2 = line_cnt;
        end else if (pixel_cnt == 798) begin
            next_h_cnt_2 = 10'd0;
            next_v_cnt_2 = line_cnt + 1;
        end else if (pixel_cnt == 799) begin
            next_h_cnt_2 = 10'd1;
            next_v_cnt_2 = line_cnt + 1;
        end else begin
            next_h_cnt_2 = 10'd0;
            next_v_cnt_2 = line_cnt;
        end
    end
    always @(*) begin
        if (pixel_cnt < 638) begin
            next_h_cnt_3 = pixel_cnt + 3;
            next_v_cnt_3 = line_cnt;
        end else if (pixel_cnt == 797) begin
            next_h_cnt_3 = 10'd0;
            next_v_cnt_3 = line_cnt + 1;
        end else if (pixel_cnt == 798) begin
            next_h_cnt_3 = 10'd1;
            next_v_cnt_3 = line_cnt + 1;
        end else if (pixel_cnt == 799) begin
            next_h_cnt_3 = 10'd2;
            next_v_cnt_3 = line_cnt + 1;
        end else begin
            next_h_cnt_3 = 10'd0;
            next_v_cnt_3 = line_cnt;
        end
    end
    always @(*) begin
        if (pixel_cnt < 637) begin
            next_h_cnt_4 = pixel_cnt + 4;
            next_v_cnt_4 = line_cnt;
        end else if (pixel_cnt == 796) begin
            next_h_cnt_4 = 10'd0;
            next_v_cnt_4 = line_cnt + 1;
        end else if (pixel_cnt == 797) begin
            next_h_cnt_4 = 10'd1;
            next_v_cnt_4 = line_cnt + 1;
        end else if (pixel_cnt == 798) begin
            next_h_cnt_4 = 10'd2;
            next_v_cnt_4 = line_cnt + 1;
        end else if (pixel_cnt == 799) begin
            next_h_cnt_4 = 10'd3;
            next_v_cnt_4 = line_cnt + 1;
        end else begin
            next_h_cnt_4 = 10'd0;
            next_v_cnt_4 = line_cnt;
        end
    end
    always @(*) begin
        if (pixel_cnt < 636) begin
            next_h_cnt_5 = pixel_cnt + 5;
            next_v_cnt_5 = line_cnt;
        end else if (pixel_cnt == 795) begin
            next_h_cnt_5 = 10'd0;
            next_v_cnt_5 = line_cnt + 1;
        end else if (pixel_cnt == 796) begin
            next_h_cnt_5 = 10'd1;
            next_v_cnt_5 = line_cnt + 1;
        end else if (pixel_cnt == 797) begin
            next_h_cnt_5 = 10'd2;
            next_v_cnt_5 = line_cnt + 1;
        end else if (pixel_cnt == 798) begin
            next_h_cnt_5 = 10'd3;
            next_v_cnt_5 = line_cnt + 1;
        end else if (pixel_cnt == 799) begin
            next_h_cnt_5 = 10'd4;
            next_v_cnt_5 = line_cnt + 1;
        end else begin
            next_h_cnt_5 = 10'd0;
            next_v_cnt_5 = line_cnt;
        end
    end
    always @(*) begin
        if (pixel_cnt < 635) begin
            next_h_cnt_6 = pixel_cnt + 6;
            next_v_cnt_6 = line_cnt;
        end else if (pixel_cnt == 794) begin
            next_h_cnt_6 = 10'd0;
            next_v_cnt_6 = line_cnt + 1;
        end else if (pixel_cnt == 795) begin
            next_h_cnt_6 = 10'd1;
            next_v_cnt_6 = line_cnt + 1;
        end else if (pixel_cnt == 796) begin
            next_h_cnt_6 = 10'd2;
            next_v_cnt_6 = line_cnt + 1;
        end else if (pixel_cnt == 797) begin
            next_h_cnt_6 = 10'd3;
            next_v_cnt_6 = line_cnt + 1;
        end else if (pixel_cnt == 798) begin
            next_h_cnt_6 = 10'd4;
            next_v_cnt_6 = line_cnt + 1;
        end else if (pixel_cnt == 799) begin
            next_h_cnt_6 = 10'd5;
            next_v_cnt_6 = line_cnt + 1;
        end else begin
            next_h_cnt_6 = 10'd0;
            next_v_cnt_6 = line_cnt;
        end
    end
endmodule
```
==> Implementation_results.wiki <==
== Metrics ==
{| class="wikitable"
! Metric !! Value
|-
| Critical Path Start Type || register
|-
| Slew @ Worst Pin || 0.821 ns
|-
| Post-synth top flop || sky130_fd_sc_hd__dfxtp_1
|-
| Global-route wire length before repair || 25.6 mm
|-
| Share of power burned in registers || 38.8%
|-
| Vias after detailed routing || 5,154
|-
| Init Core Util || 40.9%
|-
| Yosys aoi share || 7.98%
|-
| # Cells Yosys || 614
|-
| Type of the worst min-delay path || register to register
|-
| Beginning of the worst register-to-register path || pixel_cnt[9]$_SDFF_PP0_
|-
| Final Hold Violation Tally || 0
|-
| Hold path startpoint || line_cnt[1]$_SDFFE_PP0P_
|-
| Total cell area reported by yosys after synthesis || 0.00566 mm²
|-
| Share of cells above drive strength 1 || 9.05%
|-
| Final instance area || 0.00866 mm²
|-
| Die boundary width || 121 µm
|-
| Power Internal || 2.46 mW
|-
| Post-Route Hold Slack || 0.601 ns
|-
| Critical-path maximum fanout || 1
|-
| Number of flops mapped to enable cells by yosys || 0
|-
| CORE AREA || 0.0138 mm²
|-
| Number of port buffers || 154
|-
| Fin Clk Skew || 0.00430 ns
|-
| Worst reg2reg setup slack || 0.35 ns
|-
| Final weighted congestion in routability-driven placement || 0.900
|-
| Post-synthesis adder-cell area fraction || 3.32%
|-
| Number of OpenROAD warnings || 157
|-
| Destination of the worst register-to-register timing path || h_cnt_2[2]$_SDFF_NN0_
|-
| Worst Path Class, Setup || register to primary output
|-
| Largest net degree at the start of global routing || 17
|-
| HPWL after detailed placement || 11.0 mm
|-
| Worst Path Buf+Inv || 1
|-
| Proportion of power drawn by combinational gates || 4.3%
|-
| Yosys warning count || 1
|-
| Count of pins over their slew limit || 0
|-
| Average routed wire per standard cell || 14.4 µm
|-
| First drt pass iteration count || 5
|-
| Starting DRT DRC Count || 330
|-
| Proportion of power drawn by the clock network || 56.9%
|-
| DIE HEIGHT || 121 µm
|-
| Post-route setup TNS || 0 ns
|-
| Switching power || 877 µW
|-
| Simple logic cell fraction of the synthesized area || 19.4%
|-
| CP required || 3.68 ns
|-
| Area after DPL || 0.00756 mm²
|-
| Synth async-reset ratio || 0%
|-
| Top delay family on crit path || buffers and inverters
|-
| Cell Rows || 43
|-
| Gates resized, CTS repair || 0
|-
| RSZ-0062 raised after global routing || no
|-
| Worst supply voltage drop on vdd || 0.000246 V
|-
| Sequence of cells on the critical path || clkdlybuf4s50_1
|-
| Sum of routed wire length over all layers || 15.8 mm
|-
| Chip Footprint || 0.0146 mm²
|-
| Flop and latch count out of synthesis || 143
|-
| Arrival @ worst endpoint || 3.56 ns
|-
| Power Density || 385 mW/mm²
|-
| Hold Path Depth || 2
|-
| Post-Syn Instances || 614
|-
| Critical Path Sink Type || primary output
|-
| # IOs || 157
|-
| Total routing resource utilization after global routing || 23.4%
|-
| Slowest Stage Delay on Critical Path || 0.52 ns
|-
| Worst-case reg-to-reg path depth || 5
|-
| Count of inserted antenna diode cells || 0
|-
| Grt ovf || 0
|-
| Hold bufs inserted after CTS || 0
|-
| Number of global-route vias before repair || 5,276
|-
| Relative max-transition margin || 44.6%
|-
| TritonCTS clock tree || done
|-
| Initial antenna violation count || 0
|-
| Post-CTS setup buffers || 0
|-
| Worst hold endpoint || line_cnt[1]$_SDFFE_PP0P_
|-
| Max_cap viols || 0
|-
| Slowest CP cell || sky130_fd_sc_hd__clkdlybuf4s50_1
|-
| Run status || finished clean
|-
| Standby leakage power || 3.75 nW
|-
| DRC violation count after routing || 0
|-
| CTS sink count || 143
|-
| Mux cell area share after synthesis || 0.199%
|-
| Via density || 4.70
|-
| Endpoints failing setup || 0
|-
| Cell Type Count || 51
|-
| Dominant kind of combinational cell || simple AND/OR/NAND/NOR gates
|-
| Post-Syn Area || 0.00566 mm²
|-
| Number of nets with antenna violations after routing || 0
|-
| Xor and xnor area share after synthesis || 14.2%
|-
| Fraction of power spent switching nets || 26.3%
|-
| Fill cell total of the finished layout || 1,126
|-
| Clock-pin slew on the worst setup and hold paths || 0.07 ns
|-
| Register area share after synthesis || 50.6%
|-
| Mapped Avg Cell Area || 9.21 µm²
|-
| Layout Area Growth over Synthesis || 53.1%
|}
-- how the worst max path moves through the flow --
stage | start | slack, ns | depth (start not counted) | endpoint
4_1_cts | v_cnt_4[2]$_DFF_N_ | 0.11 | 1 | v_cnt_4[2]
5_1_grt | v_cnt_3[2]$_DFF_N_ | 0.09 | 1 | v_cnt_3[2]
6_report | v_cnt_4[2]$_DFF_N_ | 0.12 | 1 | v_cnt_4[2]
-- sequential cells by signal, indices dropped and copies added (netlist names) --
signal / cells
h_cnt_4: 10
v_cnt_3: 10
h_cnt_1: 10
h_cnt_5: 10
pixel_cnt: 10
v_cnt_2: 10
v_cnt_6: 10
v_cnt_1: 10
v_cnt_4: 10
h_cnt_6: 10
v_cnt_5: 10
line_cnt: 10
hsync_i: 1
h_cnt_2: 10
vsync_i: 1
clk_frame: 1
h_cnt_3: 10
-- power by group through the flow --
stage	Sequential [mW]	Clock, mW	Combinational (mW)
after CTS	1.29	1.96	0.144
after global routing	1.29	2.11	0.159
final	1.29	1.90	0.144
-- worst register-to-register path, delay by kind of cell (launching register included) --
kind | cells | cell delay, ns
compound gates | 2 | 0.89
simple gates | 1 | 0.05
buf+inv | 2 | 0.46
flops | 1 | 0.61
-- cell usage in the layout, fill, tap and decap left out, types with 5 or more instances in the layout --
cell and count:
sky130_fd_sc_hd__a21oi_1 14, sky130_fd_sc_hd__a22o_1 7, sky130_fd_sc_hd__and2_1 13, sky130_fd_sc_hd__buf_4 42, sky130_fd_sc_hd__clkbuf_16 20, sky130_fd_sc_hd__clkdlybuf4s50_1 154, sky130_fd_sc_hd__dfxtp_1 143, sky130_fd_sc_hd__ha_1 15
sky130_fd_sc_hd__inv_1 132, sky130_fd_sc_hd__inv_4 5, sky130_fd_sc_hd__nand2_1 66, sky130_fd_sc_hd__nand3_1 18, sky130_fd_sc_hd__nand4_1 7, sky130_fd_sc_hd__nor2_1 85, sky130_fd_sc_hd__nor2b_1 8, sky130_fd_sc_hd__nor3_1 18
sky130_fd_sc_hd__o21ai_0 11, sky130_fd_sc_hd__o22ai_1 12, sky130_fd_sc_hd__or3_1 6, sky130_fd_sc_hd__xnor2_1 80, sky130_fd_sc_hd__xor2_1 12
-- per-stage QoR --
step                      power (mW)  setup slack [ns]  utilization (%)  std cells
final                           3.34             0.120             62.6       1097
after detailed placement        1.61             0.240             54.7        944
after global routing            3.56            0.0863             62.6       1097
after global placement          1.61             0.178             54.7        944
after floorplan                 1.52             0.157                -        614
after CTS                       3.40             0.108             62.6       1097
-- layout make-up --
cell class | instances | area (µm²) | share of cell area (%)
Clock inverter | 134 | 604 | 6.98
Clock buffer | 20 | 500 | 5.78
Multi-Input combinational cell | 414 | 2570 | 29.7
Sequential cell | 143 | 2860 | 33.1
Inverter | 10 | 37.5 | 0.433
Tap cell | 180 | 225 | 2.60
Timing Repair Buffer | 196 | 1860 | 21.4
-- cell usage after synthesis, drive strengths merged (3+ instances only) --
cell,instances,share of area (%)
a21oi,14,1.2
a22o,7,1.1
and2,13,1.4
and3,3,0.33
buf,20,1.7
clkbuf,26,1.7
dfxtp,143,51
ha,15,3.3
inv,11,0.73
nand2,66,4.4
nand3,18,1.6
nand3b,3,0.40
nand4,7,0.77
nor2,86,6.0
nor2b,8,0.88
nor3,21,1.9
o21ai,14,1.2
o22ai,12,1.3
o32ai,3,0.46
o41ai,3,0.60
or3,6,0.66
xnor2,80,12
xor2,12,1.9
-- logic make-up (layout without fill, tap and decap cells) --
logic type      Yosys count  count (layout)
simple gates            238             238
fa+ha+maj                15              15
mux                       1               1
compound gates           67              67
buf+inv                  57             360
other cells               1               1
flops                   143             143
xor+xnor                 92              92
-- routing by layer --
metal / global-route usage, % / vias to the layer above / routed length (µm)
met2: 31.6 / 170 / 6890
li1: - / 2586 / -
met3: 8.59 / 17 / 993
met5: 0 / - / 0
met4: 7.10 / 0 / 206
met1: 35.6 / 2381 / 7720
Power and IR drop assume default switching activity.
